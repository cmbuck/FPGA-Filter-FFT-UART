## flow/run.sh

```bash
#!/bin/bash
# OpenROAD 26Q1-2900-gdf79404cd8, Yosys 0.63+post, stock flow scripts
make -C /OpenROAD-flow-scripts/flow DESIGN_CONFIG=/design/flow/config.mk WORK_HOME=/design/flow/orfs finish
```

## flow/config.mk

```make
export PLATFORM = sky130hd
export DESIGN_NAME = display4bit
export DESIGN_NICKNAME = display4bit
export VERILOG_FILES = /design/flow/design.v
export SDC_FILE = /design/flow/constraint.sdc
export NUM_CORES = 4
export LEC_CHECK = 1
export CORE_AREA = 10 10 70 70
export DIE_AREA = 0 0 80 80
```

## flow/constraint.sdc

```tcl
current_design display4bit

set clk_period 1.6
set clk_io_pct 0.2

create_clock -name clk0 -period $clk_period

set non_clock_inputs [all_inputs -no_clocks]
set_input_delay [expr $clk_period * $clk_io_pct] -clock clk0 $non_clock_inputs
set_output_delay [expr $clk_period * $clk_io_pct] -clock clk0 [all_outputs]
```

## flow/design.v

```verilog
`timescale 1ns / 1ps
module top(
		input rst,
		input clk,
		output reg [3:0] an,
		output reg [7:0] seg,
		input [7:0] sw,
		input noisy,
		output clean
    );
	parameter MAX_ADDRESS = 1022;
	parameter COEF12 = 32'hBF99999A;
	parameter COEF21 = 32'h40066666;
	parameter COEF10 = 32'hBF800000;
	reg [19:0] cycle_count;
	reg [1:0] state;
	reg [3:0] summation_state;
	reg [9:0] timer;
	reg run_state;
	reg [15:0] summation;
	reg [9:0] addrCounter;
	reg [31:0] yi;		 
	reg [31:0] sse;	 
	reg [31:0] adderInA;
	reg [31:0] adderInB;
	reg [31:0] multInA;
	reg [31:0] multInB;
	reg [31:0] shift [0:2];		 
	reg multNewData;
	reg adderNewData;
	wire [15:0] num;
	wire [31:0] disp;
	wire [31:0] in_douta;
	wire [31:0] out_douta;
	wire [31:0] douta;
	wire [31:0] adderResult;
	wire [31:0] multResult;
	wire adderReady;
	wire adderNewDataReady;
	wire multReady;
	wire multNewDataReady;
	assign num = { {8{sw[7]}}, sw };  
	display4bit dig1 (
		.in(summation[3:0]),
		.out(disp[7:0])
	);
	display4bit dig2 (
		.in(summation[7:4]),
		.out(disp[15:8])
	);
	display4bit dig3 (
		.in(summation[11:8]),
		.out(disp[23:16])
	);
	display4bit dig4 (
		.in(summation[15:12]),
		.out(disp[31:24])
	);
	memory mem (
	  .clka(clk),  
	  .wea(1'b0),  
	  .addra(addrCounter),  
	  .dina(15'b000000000000000),  
	  .douta(douta)  
	);
	input_mem in_mem (
	  .clka(clk),  
	  .wea(1'b0),  
	  .addra(addrCounter),  
	  .dina(32'h00000000),  
	  .douta(in_douta)  
	);
	output_mem out_mem (
	  .clka(clk),  
	  .wea(1'b0),  
	  .addra(addrCounter),  
	  .dina(32'h00000000),  
	  .douta(out_douta)  
	);
	floating_point_add adder (
		.a(adderInA),  
		.b(adderInB),  
		.operation_nd(adderNewData),  
		.operation_rfd(adderNewDataReady),  
		.clk(clk),  
		.result(adderResult),  
		.rdy(adderReady)
	);
	multiplier multiplier (
		.a(multInA),  
		.b(multInB),  
		.operation_nd(multNewData),  
		.operation_rfd(multNewDataReady),  
		.clk(clk),  
		.result(multResult),  
		.rdy(multReady)
	);
	always @(posedge clk)
	begin
		if (rst)
		begin
			an[3:0] <= 4'b1111;
			seg[7:0] <= 8'b11111111;
			state <= 0;
			summation_state <= 0;
			timer <= 0;
			addrCounter <= 0;
			summation <= 0;
			cycle_count <= 0;
			shift[0] <= 0;		 
			shift[1] <= 0;
			shift[2] <= 0;
			sse <= 0;
		end
		else	begin
		 multNewData <= 0;
		 adderNewData <= 0;
		 case (summation_state)
		0 : begin
			summation_state <= 1;
			end
		1 : begin
			yi <= in_douta;
			if (multNewDataReady) begin
				multInA <= COEF12;
				multInB <= shift[0];   
				multNewData <= 1;
				summation_state <= 2;
				end
			end
		2 : begin
			if (multReady & adderNewDataReady) begin
				adderInB <= multResult;
				adderInA <= yi;
				summation_state <= 3;
				adderNewData <= 1;
				end
			end
		3 : begin
			if (adderReady & multNewDataReady) begin
				yi <= adderResult;
				multInA <= COEF21;
				multInB <= shift[1];   
				multNewData <= 1;
				summation_state <= 4;
				end
			end
		4 : begin
			if (multReady & adderNewDataReady) begin
				adderInB <= multResult;
				adderInA <= yi;
				summation_state <= 5;
				adderNewData <= 1;
				end
			end
		5 : begin
			if (adderReady & multNewDataReady) begin
				yi <= adderResult;
				multInA <= COEF12;
				multInB <= shift[2];   
				multNewData <= 1;
				summation_state <= 6;
				end
			end
		6 : begin
			if (multReady & adderNewDataReady) begin
				adderInB <= multResult;
				adderInA <= yi;
				summation_state <= 7;
				adderNewData <= 1;
				end
			end
		7 : begin
			if (adderReady & multNewDataReady) begin
				yi <= adderResult;
				multInA <= COEF10;
				multInB <= out_douta;
				multNewData <= 1;
				summation_state <= 8;
				end
			end
		8 : begin
			if (multReady & adderNewDataReady) begin
				adderInB <= multResult;
				adderInA <= yi;
				summation_state <= 9;
				adderNewData <= 1;
				end
			end
		9 : begin
			if (adderReady & multNewDataReady) begin
				multInA <= adderResult;
				multInB <= adderResult;
				multNewData <= 1;
				summation_state <= 10;
				end
			end
		10 : begin
			if (multReady & adderNewDataReady) begin
				adderInB <= multResult;
				adderInA <= sse;
				summation_state <= 11;
				adderNewData <= 1;
				end
			end
		11 : begin
			if (adderReady & multNewDataReady) begin
				sse <= adderResult;
				summation_state <= 0;
				shift[0] <= in_douta;
				shift[1] <= shift[0];
				shift[2] <= shift[1];
				addrCounter <= addrCounter + 1; 
				if (addrCounter == MAX_ADDRESS)
					summation_state <= 12;
				end
			end
		12 : begin
			end
			endcase
			if (sw[0])
				summation <= sse[31:16];
			else
				summation <= sse[15:0];
			cycle_count <= cycle_count + 1;
			if(cycle_count == 125000)
			begin
				cycle_count <= 0;
				timer <= timer + 1;
				if (timer==400) begin
					timer <= 0;
				end	
				case (state)
				0 : begin 
					state <= 1; 
					an[3:0] <= 4'b1110;
					seg <= disp[7:0];
					end
				1 : begin 
					state <= 2; 
					an[3:0] <= 4'b1101;
					seg[7:0] <= disp[15:8];
					end
				2 : begin 
					state <= 3; 
					an[3:0] <= 4'b1011;
					seg[7:0] <= disp[23:16];
					end
				3 : begin 
					state <= 0; 
					an[3:0] <= 4'b0111;			
					seg <= disp[31:24];
					end
				endcase
			end  
		end
	end
endmodule
module display4bit(
			input [3:0] in,
			output reg [7:0] out
			);
always @(*)
	case (in)
		0: out = 8'b11000000;
		1: out = 8'b11111001;
		2: out = 8'b10100100;
		3: out = 8'b10110000;
		4: out = 8'b10011001;
		5: out = 8'b10010010;
		6: out = 8'b10000010;
		7: out = 8'b11111000;
		8: out = 8'b10000000;
		9: out = 8'b10011000;
		10:out = 8'b10001000;
		11:out = 8'b10000011;
		12:out = 8'b10100111;
		13:out = 8'b10100001;
		14:out = 8'b10000110;
		15:out = 8'b10001110;
	endcase
endmodule
module debounce(
			input clk,
			input rst,
			output reg out
			);
reg state;
reg [15:0] count;  
parameter NUMBER = 50000;
always @(posedge clk)
begin
	if (rst)
	begin
		state <= 0;
		count <= 0;
	end
	if (state)
		count <= count + 1;
		if (count == NUMBER)
			state <= 0;
	out <= state;
end
endmodule
```

==> load_flow_metrics.sql <==
-- generated from flow reports
INSERT INTO impl_metrics (metric_group, metric, value, unit) VALUES
('setup_path', 'worstSetupPathType', 'in2out', ''),
('hold_path', 'hold_path.class', 'in2out', ''),
('power_and_ir_drop', 'power.density_cell_area', '229', 'nW/um^2'),
('synth', 'yosys.area.top_type_share', '25.9', '%'),
('global_route', 'grt_antenna_before_repair', '0', ''),
('placement', 'placement.setup.worst_slack', '-0.767', 'ns'),
('setup_path', 'timing.critical_path.required', '1.28', 'ns'),
('global_route', 'congestion_overflow_gr', '0', ''),
('timing', 'setup_viol', '0', ''),
('setup_path', 'timing.critical_path.arrival', '1.25', 'ns'),
('power_and_ir_drop', 'total_leakage_power', '0.000261', 'uW'),
('power_and_ir_drop', 'power.share.switching', '40.9', '%'),
('hold_path', 'worst_hold_path.num_cells', '4', ''),
('synth', 'ys_types', '16', ''),
('synth', 'synth.top_cells.by_area', 'sky130_fd_sc_hd__ha_1 (26%), sky130_fd_sc_hd__mux2i_1 (12%), sky130_fd_sc_hd__mux4_2 (9.3%)', ''),
('drt', 'vias', '301', ''),
('cells_and_area', 'filler_cell_count', '373', ''),
('placement', 'post-dp-hpwl', '587', 'um'),
('synth', 'post_synth_area_from_yosys_stat', '241', 'um^2'),
('run_status', 'outcome', 'finished clean', ''),
('synth', 'ys_warn_count', '1', ''),
('synth', 'synth-cells-yosys', '33', ''),
('global_route', 'wire_length_of_the_first_global_routing_pass', '1350', 'um'),
('drt', 'detailed_router_iteration_count_before_antenna_repair', '4', ''),
('cells_and_area', 'clock_buffer_count', '0', ''),
('drt', 'detail_route.drc_violations', '0', ''),
('synth', 'post_synth.cell_area_avg', '7.32', 'um^2'),
('placement', 'gp_routability_congestion', '0.794', ''),
('clock_network', 'postCtsSetupBuffers', '0', ''),
('die', 'floorplan.rows', '21', ''),
('setup_path', 'start_kind', 'primary input', ''),
('synth', 'synthesis.instances', '33', ''),
('hold_path', 'worst_hold_startpoint', 'in[1]', ''),
('cells_and_area', 'number_of_sequential_cells', '0', ''),
('cells_and_area', 'area.growth.synth_to_final', '112', '%'),
('drt', 'num_antenna_cells', '0', ''),
('placement', 'io_buffer_count', '11', ''),
('synth', 'synth_area_leader_cell', 'sky130_fd_sc_hd__ha_1', ''),
('die', 'die-area', '6400', 'um^2'),
('power_and_ir_drop', 'power_switching', '47.9', 'uW'),
('timing', 'max_freq', '638', 'MHz'),
('run', 'warning_count', '37', ''),
('run', 'drv_cap', '0', ''),
('cells_and_area', 'post_route_cells_drive_above_1_share', '48.0', '%'),
('setup_path', 'critPathMaxFanout', '4', ''),
('hold_path', 'hold_path_end', 'out[1]', ''),
('power_and_ir_drop', 'p_comb_share', '100.0', '%'),
('timing', 'final_min_period_over_clock_period', '98.0', '%'),
('global_route', 'largest_net_degree_at_the_start_of_global_routing', '8', ''),
('timing', 'worst_slack', '0.0322', 'ns'),
('clock_network', 'cts_hold_buf', '0', ''),
('timing', 'fin_crit', '1.57', 'ns'),
('global_route', 'grt.total_usage', '2.43', '%'),
('drt', 'routed_via_density', '3.14', ''),
('drt', 'postRouteAntennaNets', '0', ''),
('cells_and_area', 'layout.area.seq', '0', 'um^2'),
('synth', 'ys_seq_share', '0', '%'),
('die', 'io-pin-count', '12', ''),
('die', 'die_x', '80', 'um'),
('timing', 'timing.setup.tns', '0', 'ns'),
('drt', 'avgRoutedWirePerCell', '8.90', 'um'),
('power_and_ir_drop', 'vdd.ir_drop.worst', '0.0000315', 'V'),
('die', 'placeableCoreArea', '3420', 'um^2'),
('die', 'die_h', '80', 'um'),
('drt', 'drt_wl_total', '854', 'um'),
('timing', 'final-hold-violation-count', '0', ''),
('setup_path', 'delay_contributed_by_the_slowest_stage_of_the_critical_path', '0.45', 'ns'),
('timing', 'maxSlewViolCount', '0', ''),
('power_and_ir_drop', 'share_seq_of_total_power', '0', '%'),
('drt', 'drt_iter0_markers', '10', ''),
('global_route', 'grt_pass1_vias', '291', ''),
('setup_path', 'endpoint_kind', 'output port', ''),
('power_and_ir_drop', 'power.share.clock', '0', '%'),
('power_and_ir_drop', 'p_int', '69.3', 'uW'),
('setup_path', 'cpMaxStageDelayCell', 'sky130_fd_sc_hd__mux4_2', ''),
('synth', 'post_synth_instance_area', '241', 'um^2'),
('setup_path', 'cp_cell_sequence', 'buf_6 -> inv_4 -> ha_1 -> mux4_2 -> buf_2', ''),
('die', 'fp-utilization', '7.07', '%');
power groups by stage:
stage	clock network (uW)	logic (uW)	registers (uW)
after CTS	0	109	0
after global routing	0	132	0
final	0	117	0
through the flow:
step	utilization [%]	instances	cell area [um^2]	total power [uW]	hold WS [ns]
2_1_floorplan	-	33	241	43.7	0.740
3_3_place_gp	13.0	95	445	104	1.74
5_1_grt	15.0	96	512	132	1.12
6_report	15.0	96	512	117	1.08
3_5_place_dp	13.0	95	445	104	1.75
4_1_cts	13.8	96	473	109	1.17
area by class of cell:
cell class	count	area, um^2	area share, %
multi-input combinational	27	248	48.4
timing repair buffer	20	188	36.7
tap	46	57.6	11.2
inverter	3	18.8	3.67
synthesized netlist by cell type, drive strengths merged:
| cell type | instances |
|---|---|
| a21oi | 2 |
| a32o | 1 |
| buf | 3 |
| conb | 1 |
| ha | 5 |
| inv | 3 |
| mux2i | 3 |
| mux4 | 1 |
| nand2 | 3 |
| nand2b | 1 |
| nor2 | 5 |
| o211ai | 1 |
| o21ai | 3 |
| o22ai | 1 |
per-layer routing:
layer  vias to the layer above  share of wire [%]  wire [um]  track usage, %
met5                         -                  0          0               0
met4                         0                  0          0               0
met3                         0                 11         93           0.682
met1                       141                 40        342            3.11
li1                        146                  -          -               -
met2                        14                 49        418            4.17
logic make-up (layout without fill, tap and decap cells):
kind of cell | after synthesis | count (layout) | share of synthesized area (%)
muxes | 4 | 4 | 21.8
AOI/OAI and AO/OA | 8 | 8 | 20.2
and+or+nand+nor | 9 | 9 | 16.1
buffers and inverters | 6 | 23 | 14.5
other | 1 | 1 | 1.55
adders and majority gates | 5 | 5 | 25.9
cells in the final DEF (no fill, tap or decap), types with 2 or more instances in the layout:
cell,n
sky130_fd_sc_hd__nand2_1,3
sky130_fd_sc_hd__dlygate4sd2_1,2
sky130_fd_sc_hd__dlymetal6s2s_1,3
sky130_fd_sc_hd__ha_4,2
sky130_fd_sc_hd__o21ai_2,2
sky130_fd_sc_hd__buf_4,6
sky130_fd_sc_hd__buf_6,5
sky130_fd_sc_hd__mux2i_1,3
sky130_fd_sc_hd__nor2_1,5
sky130_fd_sc_hd__ha_1,2
sky130_fd_sc_hd__buf_2,2
sky130_fd_sc_hd__a21oi_1,2
how the worst max path moves through the flow:
stage | start | slack [ns] | cells after the start | end
4_1_cts | in[1] | -0.20 | 7 | out[1]
5_1_grt | in[0] | -0.003 | 5 | out[0]
6_report | in[0] | 0.03 | 5 | out[0]
timing repair:
| action | CTS | global route |
|---|---|---|
| gates cloned | 1 | 0 |
| endpoints found under the setup margin | 7 | 7 |
| resized | 34 | 15 |
| pin swaps | 0 | 2 |
worst max-delay path, delay by kind of cell:
family	cells	cell delay, ns
mux	1	0.45
buf+inv	3	0.28
fa+ha+maj	1	0.19
No activity file was given, so power comes from the tool's default toggle rates.
